File: flow/design.v
module RegisterFile(input	reset,
                    input clk,
                    input [4:0] rs1,           
                    input [4:0] rs2,           
                    input [4:0] rd,            
                    input [31:0] rd_din,       
                    input write_enable,        
                    output [31:0] rs1_dout,    
                    output [31:0] rs2_dout);   
  integer i;
  reg [31:0] rf[0:31];
  assign rs1_dout = rf[rs1];
  assign rs2_dout = rf[rs2];
  always @(posedge clk) begin
    if (reset) begin
      for (i = 0; i < 32; i = i + 1)
        rf[i] <= 32'b0;
      rf[2] <= 32'h2ffc;  
    end
    else begin
      if (write_enable && rd != 0)
        rf[rd] <= rd_din;
    end
  end
endmodule
File: flow/constraint.sdc
current_design RegisterFile

set clk_period 14.3
set clk_io_pct 0.2

create_clock -name clk0 -period $clk_period [get_ports {clk}]

set non_clock_inputs [all_inputs -no_clocks]
set_input_delay [expr $clk_period * $clk_io_pct] -clock clk0 $non_clock_inputs
set_output_delay [expr $clk_period * $clk_io_pct] -clock clk0 [all_outputs]
File: flow/run.sh
#!/bin/bash
# OpenROAD 26Q1-2900-gdf79404cd8, Yosys 0.63+post, stock flow scripts
make -C /OpenROAD-flow-scripts/flow DESIGN_CONFIG=/design/flow/config.mk WORK_HOME=/design/flow/orfs finish
File: flow/config.mk
export PLATFORM = sky130hd
export DESIGN_NAME = RegisterFile
export DESIGN_NICKNAME = RegisterFile
export VERILOG_FILES = /design/flow/design.v
export SDC_FILE = /design/flow/constraint.sdc
export NUM_CORES = 4
export LEC_CHECK = 1
export CORE_UTILIZATION = 50
==> flow_summary.yaml <==
# implementation run metrics
synthesis:
  postSynthSeqShare: 0.548
  synth_top_area_share: 0.548
  synth-main-ff-cell: "edfxtp_1"
  synth_cells: 4606
  synth_flops: 1024
  synth-edff-count: 1024
  yosysTopAreaCell: "edfxtp_1"
  top_cells_by_area: "edfxtp_1 (55%), mux2i_1 (18%), and2_1 (11%), a22oi_1 (2.6%), a22o_1 (2.0%)"
  async_reset_ff_frac: 0
  ys_warn_count: 1
  ys_top_cells_by_count: "edfxtp_1 (1,024), mux2i_1 (1,024), and2_1 (983)"
  syn_area_per_cell_um2: 12.2
  ys_chip_area_um2: 56100
  synth_area_um2: 56100
  ys_cells: 4606
  synth_cell_types: 30
power_and_ir_drop:
  p_total_mw: 7.42
  p_leak_nw: 24.2
  power_density_nw_per_um2: 119
  ir_drop_mv: 0.0909
clock_tree:
  cts_setup_buffers: 0
  cts.sinks: 1024
  hold_buffers: 0
  cts_max_path_buffers: 3
  cts_tree: "done"
  root_buffer: "clkbuf_16"
  htree_num_levels: 3
  cts_resized: 0
  cts_buffers: 116
  path_clk_slew_ns: 0.06
floorplan:
  initCoreUtil: 0.505
  die_area_um2: 114000
  fp.dieH_um: 337
  core_area_um2: 111000
  ios: 114
  die_x_um: 337
  num_rows: 122
setup_path:
  path_class: "in -> out"
  crit_buf_inv: 4
  crit_family: "buffers and inverters"
  end_kind: "primary output"
  cp.arrival_ns: 7.28
  required_ns: 11.44
  cp_slowest_stage_delay_ns: 0.72
  crit_path_max_fanout: 37
  crit_chain: "clkdlybuf4s50_1, nor2b_4, buf_4, buf_4, a22oi_1, a31oi_1, nand3_1, clkdlybuf4s50_1"
  cp-start-kind: "input pin"
  cpMaxStageDelayCell: "buf_4"
finish:
  largest_reg_flops: 1024
  finalInstanceArea_um2: 62100
  n_fill_cell: 8927
  area_growth_pct: 10.7
  largest_register: "rf"
  drive_gt1_frac: 0.0871
  reg_top3: "rf: 1024 flops"
final_timing:
  hold_viol_final: 0
  min_period_over_period: 0.709
  setup_viol: 0
  period_minus_slack_ns: 10.14
  relSlewSlack: 0.391
  whs_ns: 2.80
  grt_setup_unrepaired: "no"
  setup_tns_ns: 0
  worst_pin_slew_ns: 0.910
  setup_slack_ns: 4.16
  fmax_ghz: 0.0986
  slew_viol_final: 0
global_routing:
  grt-ovfl-total: 0
  grt_pass1_vias: 38530
  antenna_found_initial: 7
  grt.total_usage: 0.368
  grt_pass1_wl_um: 271000
  grt_max_degree: 94
run:
  max_cap_violations: 0
  warning_count: 26
route:
  drcViolationCount: 0
  drtIter0Drc: 2387
  wl_per_cell_um: 30.9
  drtAntennaViolNets: 0
  drtPass1Iterations: 7
  via_per_inst: 6.13
  vias: 37821
  routed_wl_um: 191000
place:
  gp_congestion: 0.901
  place_area_um2: 58300
  place.port_buffers: 113
  place_hpwl_um: 105000
  dp_slack_ns: 4.24
worst_hold_path:
  hold_class: "in -> reg"
run_status:
  status: "finished clean"
-- layout make-up --
cell class	count	area, um^2	share of cell area
Clock inverter	80	756	0.0122
Antenna cell	7	17.5	0.000282
Sequential cell	1024	30700	0.495
Clock buffer	139	3030	0.0488
Multi-Input combinational cell	3166	23300	0.375
Tap cell	1488	1860	0.0300
Timing Repair Buffer	265	2380	0.0383
-- placed cells by master, fill, tap and decap left out, types with 7 or more instances in the layout --
cell type / n
or3_1: 13
or2_2: 33
edfxtp_1: 1024
nor2_4: 28
clkdlybuf4s50_1: 110
and2_1: 981
clkbuf_1: 21
clkinv_1: 30
conb_1: 32
nor3_1: 64
nand2_1: 193
buf_12: 8
a31oi_1: 64
mux2i_1: 1024
nand3_1: 193
buf_4: 144
a21oi_1: 192
clkinv_2: 26
a22oi_1: 192
bufinv_16: 14
clkbuf_16: 118
a22o_1: 128
diode_2: 7
-- power by group --
part	switching, mW	leakage [nW]	total [mW]	internal, mW
clock	1.23	1.86	2.98	1.75
combinational	0.571	12.5	0.886	0.314
sequential	0.0783	9.76	3.55	3.47
-- kinds of logic (layout without fill, tap and decap cells) --
family,count (synthesis),after routing,synth area share
muxes,1024,1024,0.183
DFF,1024,1024,0.548
buffers and inverters,447,484,0.0413
other,1,39,0.0000669
and+or+nand+nor,1534,1534,0.158
AOI/OAI and AO/OA,576,576,0.0700
-- per-stage QoR --
step,std cells,util
2_1_floorplan,4637,-
3_5_place_dp,5943,0.525
3_3_place_gp,5943,0.525
5_1_grt,6162,0.559
6_report,6169,0.560
4_1_cts,6162,0.559
-- worst paths after layout --
check | start | cells past startpoint | slack (ns) | to
max | rs1[0] | 8 | 4.16 | rs1_dout[1]
min | reset | 2 | 2.80 | rf[0][12]
-- metal layers --
layer | up-vias | GRT usage | share of wire
li1 | 16819 | - | -
met1 | 18399 | 0.492 | 0.36
met2 | 2179 | 0.520 | 0.44
met3 | 401 | 0.236 | 0.16
met4 | 23 | 0.0951 | 0.033
met5 | - | 0.0447 | 0.0037
No activity file was given, so power comes from the tool's default toggle rates.
