--- ./run.sh ---
#!/bin/bash
# OpenROAD 26Q1-2900-gdf79404cd8, Yosys 0.63+post, stock flow scripts
make -C /OpenROAD-flow-scripts/flow DESIGN_CONFIG=/design/flow/config.mk WORK_HOME=/design/flow/orfs finish
--- ./config.mk ---
export PLATFORM = sky130hd
export DESIGN_NAME = change_state
export DESIGN_NICKNAME = change_state
export VERILOG_FILES = /design/flow/design.v
export SDC_FILE = /design/flow/constraint.sdc
export NUM_CORES = 4
export LEC_CHECK = 1
export CORE_AREA = 10 10 89 89
export DIE_AREA = 0 0 99 99
--- ./constraint.sdc ---
current_design change_state

set clk_period 1.0
set clk_io_pct 0.2

create_clock -name clk0 -period $clk_period [get_ports {clk}]

set non_clock_inputs [all_inputs -no_clocks]
set_input_delay [expr $clk_period * $clk_io_pct] -clock clk0 $non_clock_inputs
set_output_delay [expr $clk_period * $clk_io_pct] -clock clk0 [all_outputs]
--- ./design.v ---
module change_state(clk,reset_n,current_total_nxt,current_total);
	input clk;
	input reset_n;
	input [31-1:0] current_total_nxt;
	output reg [31-1:0] current_total;
	always @(posedge clk ) begin
		if (!reset_n) begin
			current_total <= 0;
		end
		else begin
			current_total <= current_total_nxt;
		end
	end
endmodule 
==> out/qor.csv <==
metric;value;unit
ant_nets;0;
required;0.80;ns
drtIter0Drc;8;
drt_pass1_iterations;2;
gr-usage-all-layers;0.0478;
cp_max_fo;1;
seqCellArea;627;um^2
logic_area;233;um^2
crit_buf_inv;1;
rsz0062_at_grt;false;
critPathMaxStageDelay;0.31;ns
synth_seq_share;0.715;
cts_num_sinks;31;
ys_sh_mux;0;
relSlewSlack;0.917;
synth_area;868;um^2
wirelength;2.45;mm
vias;662;
yosysUniqueCellTypes;3;
flop_cell;dfxtp_1;
fillers;623;
status;completed;
row_count;28;
yosys-top-cells-area;dfxtp_1, and2_2, clkbuf_2;
min_period;0.956;ns
cp_top_family;flip-flops;
die_x;99;um
synth_flops;31;
final_cells;210;
yosys-top-cells-count;and2_2, dfxtp_1, clkbuf_2;
synthArstFlopShare;0;
port-buffer-count;63;
tns;0;ns
wire_per_inst;11.7;um
area_growth;88.9;%
core_area;5990;um^2
grt_pass1_vias;696;
yosys_cells;65;
compound_area_frac;0;
cts_buffers;5;
arrival;0.76;ns
edf_count;0;
initial_utilization;0.145;
grt_antenna_before_repair;0;
finalSetupViolCount;0;
n_antenna_cell;0;
clkTransAtPathRegs;0.06;ns
drive_gt1_frac;0.385;
yosys.area.top_type;dfxtp_1;
viasPerCell;3.15;
avgSynthCellArea;13.4;um^2
top_register;current_total;
largest_registers;current_total: 31 flops;
logic_family;simple AND/OR/NAND/NOR gates;
grt_pass1_wl;3.75;mm
numPlacedInstances;202;
p_leak;0.000681;uW
ios;64;
vdd_ir_drop_max;0.579;mV
cts_buffer_depth;2;
post_cts_buffers;0;
drv_slew;0;
slowest_stage;dfxtp_1;
overflow;0;
h-tree-depth;2;
yosys.area.top_type_share;0.715;
fmax;1050;MHz
hold_buffers;0;
fp.dieH;99;um
dieArea;9800;um^2
synthSimpleGateAreaFrac;0.268;
cts_tree;built;
total_power;2510;uW
period_used_share;0.956;
synth_adder_area_share;0;
crit_type;flip-flop to primary output;
largest_reg_flops;31;
holdWs;0.518;ns
cap_violations;0;
yosys_warnings;1;
grt_max_degree;17;
synth_chip_area;868;um^2
synthXorXnorAreaFrac;0;
finalHoldViolCount;0;
power_density;1530;nW/um^2
worst-slew-pin-transition;0.124;ns
gp_congestion;0.667;
drc;0;
synthCells;65;
end_kind;primary output;
root_buffer;clkbuf_8;
min_path_type;input pin to flip-flop;
crit_chain;clkdlybuf4s15_1;
warning_count;25;
cp-start-kind;flip-flop;
-- worst paths after layout --
check  cells after the start  slack, ns                     endpoint                          from
min                        2       0.52  current_total[4]$_SDFF_PN0_          current_total_nxt[4]
max                        1       0.04            current_total[19]  current_total[19]$_SDFF_PN0_
-- cell usage in the layout (no fill, tap or decap) --
master / count
clkbuf_1: 2
clkdlybuf4s15_1: 23
dfxtp_1: 26
clkdlybuf4s50_1: 32
clkinv_2: 1
and2_2: 31
clkbuf_8: 5
clkbuf_2: 8
buf_4: 2
dfxtp_2: 5
-- through the flow --
step | util | worst slack (ns) | instance area [um^2]
after detailed placement | 0.266 | -0.126 | 1590
after floorplan | - | 0.405 | 868
after global routing | 0.274 | 0.000168 | 1640
after CTS | 0.279 | 0.00702 | 1670
after global placement | 0.266 | -0.121 | 1590
final | 0.274 | 0.0443 | 1640
-- metal layers --
metal  vias to the layer above  GRT usage  routed length, um
met5                         -          0                  0
met4                         0    0.00662                 14
met3                         2     0.0374                370
met2                        35     0.0767               1180
met1                       294     0.0495                888
li1                        331          -                  -
-- layout make-up --
type                    instances  area share
flip-flops and latches         31       0.382
repair buffers                 65       0.369
multi-input cells              31       0.142
well taps                      75      0.0572
clock buffers                   7      0.0465
clock inverters                 1     0.00305
-- power by group --
part / total [uW] / internal [uW] / switching, uW / leakage, uW
Combinational: 270 / 221 / 49.3 / 0.000379
Sequential: 1320 / 1300 / 14.9 / 0.000260
Clock: 926 / 488 / 439 / 0.0000422
Total: 2510 / 2010 / 503 / 0.000681
-- cell families after synthesis --
group                  after synthesis
and+or+nand+nor                     31
buffers and inverters                3
DFF                                 31
-- timing repair --
item,CTS,global route
endpoints found under the setup margin,31,11
cloned,0,0
gates resized,62,13
No activity file was given, so power comes from the tool's default toggle rates.
